==> design.v <==
interface _ifc_ #(FIFO_DEPTH = 2) (input bit clk);
    logic wr_fifo, empty, full, rd_fifo, ser_out, piso_start, piso_done;
    logic [7:0] wr_data, rd_data, prl_out;
    parameter REG_DEPTH = 2**FIFO_DEPTH-1;
    modport FIFO (input  clk, wr_fifo, wr_data, rd_fifo,
                  output empty, full, rd_data);
    modport serializer (input  clk, empty, rd_data,
                        output rd_fifo, ser_out, piso_start, piso_done);
    modport deserializer (input  clk, ser_out, piso_start,
                          output prl_out);
    modport TEST (output wr_fifo, wr_data,
                  input  clk, empty, full, rd_fifo, ser_out, rd_data, piso_start, piso_done, prl_out);
endinterface
package spmem_pkj;
  typedef enum logic [1:0] {
    OP_BYTE  = 2'b00,  
    OP_HALF  = 2'b01,  
    OP_WORD  = 2'b10,  
    OP_DWORD = 2'b11   
  } rwop_e;
  localparam byte unsigned AddrWidth = 32, DataWidth = 64;
  typedef logic [AddrWidth-1:0] addr_t;
  typedef logic [DataWidth-1:0] data_t;
endpackage
module uart_tx
#(
  parameter DATA_BITS = 8,
            STOP_TICKS = 16
)
(
  input  logic       clk, rst,
                     tx_start,
                     tick,
  input  logic [7:0] tx_data,
  output logic       tx_done,
                     tx_line
);
localparam [1:0]
  idle  = 2'b00,
  start = 2'b01,
  data  = 2'b10,
  stop  = 2'b11;
logic [1:0] current_state, next_state;
logic [3:0] current_tick , next_tick;
logic [2:0] current_bit  , next_bit;
logic [7:0] current_data , next_data;
logic       current_line , next_line;
always @(posedge clk)
  if (rst)
  begin
    current_state <= idle;
    current_tick  <= 0;
    current_bit   <= 0;
    current_data  <= 0;
    current_line  <= 0;
  end
  else
  begin
    current_state <= next_state;
    current_tick  <= next_tick;
    current_bit   <= next_bit;
    current_data  <= next_data;
    current_line  <= next_line;
  end
always @*
begin
  next_state = current_state;
  next_tick  = current_tick;
  next_bit   = current_bit;
  next_data  = current_data;
  next_line  = current_line;
  tx_done    = 1'b0;
  case(current_state)
    idle:
    begin
      next_line = 1'b1;
      if (tx_start)
      begin
        next_state = start;
        next_tick = 0;
        next_data = tx_data;
      end
    end
    start:
    begin
      next_line = 1'b1;
      if (tick)
        if(current_tick == 15)
        begin
          next_state = data;
          next_tick = 0;
          next_bit = 0;
        end
        else
          next_tick = current_tick + 1;
    end
    data:
    begin
      next_line = current_data[0];
      if (tick)
        if(current_tick == 15)
        begin
          next_tick = 0;
          next_data = current_data >> 1;
          if (current_bit == (DATA_BITS - 1))
            next_state = stop;
          else
            next_bit = current_bit + 1;
        end
        else
          next_tick = current_tick + 1;
    end
    stop:
    begin
      next_line = 1'b1;
      if (tick)
        if (current_tick == (STOP_TICKS - 1))
        begin
          next_state = idle;
          tx_done = 1'b1;
        end
        else
          next_tick = current_tick + 1;
    end
  endcase
end
assign tx_line = current_line;
endmodule
==> run.sh <==
#!/bin/bash
# OpenROAD 26Q1-2900-gdf79404cd8, Yosys 0.63+post, stock flow scripts
make -C /OpenROAD-flow-scripts/flow DESIGN_CONFIG=/design/flow/config.mk WORK_HOME=/design/flow/orfs finish
==> config.mk <==
export PLATFORM = sky130hd
export DESIGN_NAME = uart_tx
export DESIGN_NICKNAME = uart_tx
export VERILOG_FILES = /design/flow/design.v
export SDC_FILE = /design/flow/constraint.sdc
export NUM_CORES = 4
export LEC_CHECK = 1
export CORE_AREA = 10 10 91 91
export DIE_AREA = 0 0 101 101
==> constraint.sdc <==
current_design uart_tx

set clk_period 3.6
set clk_io_pct 0.2

create_clock -name clk0 -period $clk_period [get_ports {clk}]

set non_clock_inputs [all_inputs -no_clocks]
set_input_delay [expr $clk_period * $clk_io_pct] -clock clk0 $non_clock_inputs
set_output_delay [expr $clk_period * $clk_io_pct] -clock clk0 [all_outputs]
==> summary.txt <==
Chip area: 10200 µm²
Total Power Consumption: 523 µW
Number of synthesis warnings: 1
Clock Sinks: 20
Vias after detailed routing: 821
Number of antenna cells inserted: 0
Run status: finished clean
Post-detail-place hpwl: 1.61 mm
Slew of the pin with the lowest slew margin: 0.861 ns
Crit start category: input port
Post-synth top area cell: sky130_fd_sc_hd__dfxtp_1
Share of synthesized registers carrying an async set or reset: 0%
Cell Rows: 29
Number of flip-flops and latches in the synthesized netlist: 20
Final Max Tran Viols: 0
Post-route DRC violation count: 0
Stage-log warning count: 25
Routed length on met2: 1.01 mm
Routed length on met3: 124 µm
Final TNS setup: 0 ns
Total of max-cap violations: 0
First-pass GRT wire length: 3.63 mm
Worst setup path class: input port to output port
Antenna violations before repair: 0
Post-synth tally of flip-flops with integrated enable: 0
Horizontal die dimension: 101 µm
Count of hold-fix buffers inserted at cts: 0
Clock H-tree levels: 1
Wirelength, routed: 2.19 mm
Hold Vio Cnt, Final: 0
Part of the cycle the worst path needs: 75.7%
Area fraction of the dominant cell type after synthesis: 39.7%
Die Y-Extent: 101 µm
Standard cell core area: 6350 µm²
Total global routing overflow: 0
Min Hold Slack: 0.478 ns
Synth Instances: 109
Tmin final: 2.73 ns
Vias/cell: 4.13
Weighted congestion reported at the end of routability-driven placement: 0.760
Number of library cell types mapped by synthesis: 32
Filler instances: 687
Max transition margin: 42.6%
Highest Clock Rate: 367 MHz
Number of buffers added on ports: 13
Sum of routed wire segments on met1: 1.06 mm
Critical Path AT: 2.01 ns
Crit path max fanout: 6
Worst hold path class: flop to flop
Post-placement cell count: 195
Highest metal layer with signal wires: met4
Gr usage total: 4.17%
Setup violations, final: 0
Leak Pwr: 0.443 nW
Detailed router's first-iteration violation count: 30
Unrepaired setup endpoints after global routing: no
Pin count of the biggest net entering global routing: 22
Maximum resistive drop on vdd: 0.000136 V
Cells in synth_stat.txt: 109
Data required, critical path: 2.88 ns
TritonCTS clock tree: built
Synth Seq Share: 39.7%
Final cell count without fillers: 199
Clock slew seen by the registers of the worst setup and hold paths: 0.08 ns
Synthesis-to-finish area growth: 27.6%
Count of cells resized by post-cts repair: 0
Root cell of the clock tree: sky130_fd_sc_hd__clkbuf_8
Core Density at Floorplan: 15.9%
Power density relative to cell area: 406 nW/µm²
Main area contributors: sky130_fd_sc_hd__dfxtp_1, sky130_fd_sc_hd__mux2i_1, sky130_fd_sc_hd__nor2_1
Vias in the first global route: 807
Total setup buffers inserted after CTS: 0
Late-Pin Clk Latency: 0.26 ns
Total CTS buffers: 3
I/O Pins: 14
Skew final: 0.00217 ns
Routed wire per std cell: 11.0 µm
Syn Std Cell Area: 1010 µm²
Critical path endpoint category: output port
Finished Core Util: 20.3%
Ratio of cells with drive above 1 in the final layout: 10.7%
Pre-antenna DRT Iters: 4
Buffers from clock root to sink, at most: 2
Dominant register cell in the synthesized netlist: sky130_fd_sc_hd__dfxtp_1
Total cell area reported by yosys after synthesis: 1010 µm²
Tally of nets with antenna violations remaining after routing: 0
Per-instance average area after synthesis: 9.26 µm²
report_power, final:
group	switching [mW]	internal (mW)
clock network	0.0751	0.148
registers	0.00817	0.233
logic	0.0281	0.0305
cells in the mapped netlist (3+ instances only):
library cell	instances
sky130_fd_sc_hd__mux2i_1	8
sky130_fd_sc_hd__clkbuf_1	4
sky130_fd_sc_hd__nor2b_1	4
sky130_fd_sc_hd__nor2_1	13
sky130_fd_sc_hd__dfxtp_1	20
sky130_fd_sc_hd__a21oi_1	7
sky130_fd_sc_hd__a211oi_2	3
sky130_fd_sc_hd__nand2_1	8
sky130_fd_sc_hd__ha_1	3
sky130_fd_sc_hd__nor3_1	4
sky130_fd_sc_hd__a211oi_1	4
sky130_fd_sc_hd__nand2b_1	3
layout make-up:
class	instances	area, µm²	share of cell area, %
multi-input cells	82	576	44.7
clock inverters	1	30.0	2.33
clock buffers	3	41.3	3.20
repair buffers	14	138	10.7
well taps	77	96.3	7.48
flip-flops and latches	20	400	31.1
inverters	2	7.51	0.583
layout by cell type, fill, tap and decap left out, drive strengths merged:
cell           instances
or4                    1
clkdlybuf4s50         13
or4b                   1
nand4                  3
nand2                  8
buf                    1
a211oi                 7
o211ai                 1
o21ai                  2
a22oi                  2
a2bb2oi                1
nor3                   4
ha                     3
a2111oi                1
o22ai                  2
nand3                  2
mux2i                  8
a21oi                  7
nor2                  13
nor2b                  4
inv                    2
dfxtp                 20
a32o                   2
or2                    1
and4                   1
bufinv                 1
clkbuf                 3
or3                    2
or3b                   1
nand3b                 1
nand2b                 3
a31oi                  1
flip-flops by register name, summed over array words and instances (netlist names):
register / cells
current_line: 1
current_tick: 4
current_data: 8
current_state: 4
current_bit: 3
stage by stage:
| stage | area [µm²] | worst slack [ns] |
|---|---|---|
| floorplan | 1010 | 1.81 |
| global placement | 1220 | 0.878 |
| detailed placement | 1220 | 0.850 |
| CTS | 1290 | 0.863 |
| global route | 1290 | 0.815 |
| finish | 1290 | 0.873 |
path summary, 6_finish.rpt:
check,from,end,slack [ns],cells past startpoint
worst min-delay path,current_data[7]$_SDFFE_PP0P_,current_data[7]$_SDFFE_PP0P_,0.48,2
worst max register to register,current_tick[0]$_SDFFE_PP0P_,current_data[4]$_SDFFE_PP0P_,1.50,5
worst min register to register,current_data[7]$_SDFFE_PP0P_,current_data[7]$_SDFFE_PP0P_,0.48,2
worst max-delay path,tick,tx_done,0.87,4
layer usage:
metal / vias up / global-route usage, %
met2: 12 / 6.93
li1: 430 / -
met1: 377 / 5.26
met4: 0 / 0.536
met3: 2 / 1.39
met5: - / 0
kinds of logic after synthesis:
family,count (synthesis),synth area share (%)
AND/OR/NAND/NOR,45,24.5
multiplexers,8,7.93
AND-OR/OR-AND,26,20.8
flip-flops,20,39.7
buffers and inverters,7,3.35
adder cells (fa/ha/maj),3,3.72
worst max-delay path, cell delays in order:
cell	delay (ns)
sky130_fd_sc_hd__clkdlybuf4s50_1	0.61
sky130_fd_sc_hd__inv_1	0.07
sky130_fd_sc_hd__nor2_1	0.13
sky130_fd_sc_hd__clkdlybuf4s50_1	0.48
Power figures rest on the tool's default switching activity, not on a simulated workload.
