**flow/design.v**
```verilog
interface _ifc_ #(FIFO_DEPTH = 2) (input bit clk);
    logic wr_fifo, empty, full, rd_fifo, ser_out, piso_start, piso_done;
    logic [7:0] wr_data, rd_data, prl_out;
    parameter REG_DEPTH = 2**FIFO_DEPTH-1;
    modport FIFO (input  clk, wr_fifo, wr_data, rd_fifo,
                  output empty, full, rd_data);
    modport serializer (input  clk, empty, rd_data,
                        output rd_fifo, ser_out, piso_start, piso_done);
    modport deserializer (input  clk, ser_out, piso_start,
                          output prl_out);
    modport TEST (output wr_fifo, wr_data,
                  input  clk, empty, full, rd_fifo, ser_out, rd_data, piso_start, piso_done, prl_out);
endinterface
package spmem_pkj;
  typedef enum logic [1:0] {
    OP_BYTE  = 2'b00,  
    OP_HALF  = 2'b01,  
    OP_WORD  = 2'b10,  
    OP_DWORD = 2'b11   
  } rwop_e;
  localparam byte unsigned AddrWidth = 32, DataWidth = 64;
  typedef logic [AddrWidth-1:0] addr_t;
  typedef logic [DataWidth-1:0] data_t;
endpackage
module prng (
  input logic clk, key_gen,
  input logic [7:0] S_data_a, S_data_b, S_data_c,
  output logic [7:0] S_addr_a, S_addr_b, S_addr_c,
                     cipherkey,
  output logic S_swap, byte_done
);
  localparam [2:0] idle_s = 3'b000,
                   i_s = 3'b001,
                   j_s = 3'b010,
                   t_s = 3'b011,
                   key_s = 3'b100,
                   bytedone_s = 3'b101;
  logic [8:0] current_i, next_i;
  logic [7:0] current_j, next_j;
  logic [7:0] current_key_idx, next_key_idx;
  logic [2:0] current_state, next_state;
  logic current_S_swap, next_S_swap;
  logic current_byte_done, next_byte_done;
  logic [7:0] current_cipherkey, next_cipherkey;
  initial begin
    current_state = idle_s;
    current_S_swap = 0;
    current_i = 0;
    current_j = 0;
    current_key_idx = 0;
    current_byte_done = 0;
    current_cipherkey = 0;
  end
  always @(posedge clk) begin
    current_state <= next_state;
    current_S_swap <= next_S_swap;
    current_i <= next_i;
    current_j <= next_j;
    current_key_idx <= next_key_idx;
    current_byte_done <= next_byte_done;
    current_cipherkey <= next_cipherkey;
  end
  always @* begin
    next_i = current_i;
    next_j = current_j;
    next_key_idx = current_key_idx;
    next_byte_done = current_byte_done;
    next_S_swap = current_S_swap;
    next_cipherkey = current_cipherkey;
    next_byte_done = 0;
    case(current_state)
      idle_s: begin
        next_i = 0;
        next_j = 0;
        next_state = key_gen ? i_s : idle_s;
      end
      i_s: begin
        if (current_i != 9'h0FF) begin
          next_i = current_i + 1;
          next_state = j_s;
        end else next_state = idle_s;
      end
      j_s: begin
        next_j = current_j + S_data_a;
        next_S_swap = 1;
        next_state = t_s;
      end
      t_s: begin
        next_S_swap = 0;
        next_key_idx = S_data_a + S_data_b;
        next_state = key_s;
      end
      key_s: begin
        next_cipherkey = S_data_c;
        next_state = bytedone_s;
        next_byte_done = 1;
      end
      bytedone_s: begin
        next_byte_done = 1;
        next_state = key_gen ? i_s : idle_s;
      end
      default: next_state = idle_s;
    endcase
  end
  assign S_addr_a = current_i;
  assign S_addr_b = current_j;
  assign S_addr_c = current_key_idx;
  assign S_swap = current_S_swap;
  assign cipherkey = current_cipherkey;
  assign byte_done = current_byte_done;
endmodule
```
**flow/run.sh**
```bash
#!/bin/bash
# OpenROAD 26Q1-2900-gdf79404cd8, Yosys 0.63+post, stock flow scripts
make -C /OpenROAD-flow-scripts/flow DESIGN_CONFIG=/design/flow/config.mk WORK_HOME=/design/flow/orfs finish
```
**flow/config.mk**
```make
export PLATFORM = sky130hd
export DESIGN_NAME = prng
export DESIGN_NICKNAME = prng
export VERILOG_FILES = /design/flow/design.v
export SDC_FILE = /design/flow/constraint.sdc
export NUM_CORES = 4
export LEC_CHECK = 1
export CORE_UTILIZATION = 40
```
**flow/constraint.sdc**
```tcl
current_design prng

set clk_period 3.6
set clk_io_pct 0.2

create_clock -name clk0 -period $clk_period [get_ports {clk}]

set non_clock_inputs [all_inputs -no_clocks]
set_input_delay [expr $clk_period * $clk_io_pct] -clock clk0 $non_clock_inputs
set_output_delay [expr $clk_period * $clk_io_pct] -clock clk0 [all_outputs]
```
==> impl_metrics.py <==
# Flow results
metrics = {
    "hold_path": {
        "hold_start": "current_state[0]",
        "hold-path-endpoint": "current_state[0]",
        "holdCritPathClass": "reg -> reg",
        "worst_hold_path.num_cells": 1,
    },
    "floorplanning": {
        "fp_util_pct": 42.8,
        "site_rows": 25,
        "fp.dieW_um": 74.0,
        "core_um2": 4850,
        "fp.dieArea_um2": 5480,
        "die.size.y_um": 74.0,
        "design.portCount": 60,
    },
    "synth": {
        "postSynthSeqShare_pct": 53.1,
        "synthesized_area_per_cell_um2": 11.4,
        "synth_warnings": 1,
        "synth_cell_type_count": 33,
        "synth.yosys.chip_area_um2": 2070,
        "synth_stat.cells": 182,
        "syn-instance-count": 182,
        "synth.ff_latch_count": 38,
        "syn-cell-area_um2": 2070,
    },
    "cells_and_area": {
        "final_area_um2": 2820,
        "final_common_cell": "clkdlybuf4s50_1",
        "final_core_utilization_pct": 58.2,
        "synthToLayoutAreaGrowth_pct": 36.1,
        "fraction_of_layout_cells_with_a_size_suffix_above_1_pct": 4.17,
        "most-common-layout-cells": "clkdlybuf4s50_1 (59), edfxtp_1 (34), nor2_1 (18), ha_1 (16), inv_1 (13)",
    },
    "global_route": {
        "global_route.usage.total_pct": 15.7,
        "grt_first_pass_wirelength_um": 6240,
        "number_of_global_route_vias_before_repair": 1347,
        "grt_start_max_net_pins": 13,
        "grt_antenna_before_repair": 0,
        "gr-total-overflow": 0,
    },
    "clocking": {
        "clockBufferDepth": 2,
        "cts.repair_timing.setup_buffer_count": 0,
        "ctsHtreeMaxLevel": 2,
        "clock_insertion_delay_worst_skew_ns": 0.28,
        "cts_tree": "built",
        "numClockSinks": 38,
        "hold_buffers": 0,
        "cts_root_buf": "clkbuf_8",
        "clk_pin_slew_worst_paths_ns": 0.07,
        "tritoncts.num_buffers": 5,
        "post_cts_resized": 0,
    },
    "timing": {
        "post-route-worst-setup-slack_ns": 1.21,
        "worstMarginPinSlew_ns": 0.723,
        "min_period_over_period_pct": 66.3,
        "clock_skew_ns": 0.00524,
        "grt_setup_unrepaired": "false",
        "hold_viol_final": 0,
        "maxSlewHeadroom_pct": 51.6,
        "fin_tns_setup_ns": 0,
        "maxSlewViolCount": 0,
        "final_number_of_setup_violating_endpoints": 0,
        "fin_crit_ns": 2.39,
        "max_clock_freq_mhz": 419,
    },
    "power": {
        "clock_network_fraction_of_design_power_pct": 22.3,
        "cellLeakagePower_nw": 1.09,
        "combinationalPowerShare_pct": 36.7,
        "pwr_density_cell_nw_per_um2": 698,
        "worst_vdd_ir_mv": 0.383,
        "power.sequential.fraction_pct": 41.1,
        "power.share.switching_pct": 28.8,
        "p_switching_mw": 0.568,
        "power.internal_mw": 1.40,
    },
    "drt": {
        "wl_per_cell_um": 12.7,
        "routed_wirelength_um": 3910,
        "route.antenna.diode_count": 0,
        "antenna_violating_nets_post_route": 0,
        "drt-pass1-iter-count": 4,
        "drt-vias-per-instance": 4.88,
        "drc": 0,
        "detail_route.iter0.violations": 110,
        "vias": 1497,
    },
    "placed_design": {
        "dpl_worst_slack_ns": 0.952,
        "port-buffer-count": 59,
        "gpl.final_weighted_congestion": 0.816,
        "dp_hpwl_um": 2980,
        "placed_area_um2": 2680,
    },
    "critical_path": {
        "worst-setup-path-type": "in -> reg",
        "crit_path_max_fanout": 3,
        "timing.reg2reg.worst_path_depth": 7,
        "timing.rr.start": "current_i[0]",
        "setup.worst_path.start": "S_data_a[1]",
        "cp_data_required_time_ns": 3.75,
        "setup.worst_path.start_class": "input pin",
        "regToRegEndpoint": "current_i[7]",
        "cp-end-kind": "flip-flop",
        "reg2reg_setup_slack_ns": 1.58,
        "critical_path_arrival_ns": 2.54,
    },
    "job": {
        "tool_warnings": 25,
        "max_cap_violations": 0,
    },
    "run_status": {
        "run_status": "finished clean",
    },
}
## worst max-delay path: stages
cell,delay [ns]
clkdlybuf4s50_1,0.45
ha_1,0.33
a211oi_1,0.33
nor2_1,0.12
or4_1,0.49
nand3_1,0.10
## logic make-up after synthesis
logic type,after synthesis,synth area share [%]
simple gates,61,15.3
flops,38,53.1
compound gates,30,8.93
buf+inv,23,6.03
fa+ha+maj,18,11.6
xor+xnor,12,5.07
## power groups by stage
stage	registers [mW]	clock network (mW)	logic, mW
final	0.809	0.439	0.722
after global routing	0.831	0.469	0.815
after CTS	0.810	0.453	0.731
## cells in the mapped netlist, drive strengths merged
cell type | number | area (um^2)
a211oi | 3 | 22.5
a21o | 2 | 15.0
a21oi | 10 | 50.1
a31oi | 1 | 6.26
and3 | 2 | 12.5
and3b | 1 | 8.76
and4 | 1 | 8.76
buf | 10 | 76.3
dfxtp | 4 | 80.1
edfxtp | 34 | 1020
fa | 2 | 40.0
ha | 16 | 200
inv | 13 | 48.8
nand2 | 6 | 22.5
nand2b | 2 | 12.5
nand3 | 8 | 40.0
nand4 | 2 | 12.5
nor2 | 18 | 67.6
nor2b | 5 | 31.3
nor3 | 9 | 45.0
nor3b | 4 | 30.0
o211a | 1 | 10.0
o211ai | 1 | 7.51
o21a | 3 | 22.5
o21ai | 7 | 35.0
o31a | 1 | 8.76
o31ai | 1 | 7.51
or3b | 1 | 11.3
or4 | 2 | 15.0
xnor2 | 6 | 52.6
xor2 | 6 | 52.6
## metal layers
| layer | vias to the layer above | track usage, % | wire [um] |
|---|---|---|---|
| met5 | - | 0 | 0 |
| met4 | 0 | 1.92 | 38 |
| met3 | 4 | 4.12 | 316 |
| met2 | 46 | 22.3 | 1680 |
| met1 | 680 | 26.5 | 1880 |
| li1 | 767 | - | - |
## final cells by class
cell class | instances | area [um^2]
multi-input combinational | 121 | 848
timing repair buffer | 60 | 598
fill | 404 | 2030
tap | 67 | 83.8
clock buffer | 6 | 82.6
inverter | 13 | 48.8
clock inverter | 2 | 60.1
sequential | 38 | 1100
## per-stage QoR
step                std cells  hold WS (ns)  total power [mW]
floorplan                 182         0.521              1.22
global placement          299         0.549              1.53
detailed placement        299         0.567              1.54
CTS                       307         0.587              1.99
global route              307         0.628              2.11
finish                    307         0.593              1.97
## flip-flops by register name, indices dropped and copies added, names as in the netlist
signal,flops
current_i,9
current_cipherkey,8
current_j,8
current_key_idx,8
current_state,3
current_S_swap,1
current_byte_done,1
## how the worst max path moves through the flow
stage / cells after the start / end / slack, ns
CTS: 6 / current_j[5] / 1.23
global route: 6 / current_j[5] / 1.10
finish: 6 / current_j[5] / 1.21
No activity file was given, so power comes from the tool's default toggle rates.
